**config.mk**
```make
export PLATFORM = sky130hd
export DESIGN_NAME = AutoBox
export DESIGN_NICKNAME = AutoBox
export VERILOG_FILES = /design/flow/design.v
export SDC_FILE = /design/flow/constraint.sdc
export NUM_CORES = 4
export LEC_CHECK = 1
export CORE_UTILIZATION = 30
```
**constraint.sdc**
```tcl
current_design AutoBox

set clk_period 6.7
set clk_io_pct 0.2

create_clock -name clk0 -period $clk_period [get_ports {clk}]

set non_clock_inputs [all_inputs -no_clocks]
set_input_delay [expr $clk_period * $clk_io_pct] -clock clk0 $non_clock_inputs
set_output_delay [expr $clk_period * $clk_io_pct] -clock clk0 [all_outputs]
```
**design.v**
```verilog
`timescale 1ns / 1ps
module AutoBox(
				input clk,
				input reset,
				input [31:0] pcin,
				input control,
				input add_push,
				output reg [31:0] pcout
    );
	reg [31:0] last;
	reg change;
	always @(posedge clk)
	begin
		if(reset)
		begin
			change <=1;
			last <= 0;
			pcout <= 0;
		end
		case(control)
		1'b0:				 
		begin
			if(change&&add_push)
			begin
				change<=0;
				pcout <= pcin;
				last <= pcin;
			end
			else if((!change)&&(!add_push))
			begin
				change <=1;
				pcout <= last;
			end
		end
		1'b1:				 
		begin
			pcout <= pcin;
		end
		endcase
	end
endmodule
```
**run.sh**
```bash
#!/bin/bash
# OpenROAD 26Q1-2900-gdf79404cd8, Yosys 0.63+post, stock flow scripts
make -C /OpenROAD-flow-scripts/flow DESIGN_CONFIG=/design/flow/config.mk WORK_HOME=/design/flow/orfs finish
```
==> run summary <==
The synthesis and place-and-route flow finished, so here is a summary.

The flow ran to the end, and the final reports show no timing, DRC or antenna violations. The top cell type by total area after synthesis is sky130_fd_sc_hd__dfxtp_1. The detailed-route wire length per cell came out at approximately 12 um. Setup repair after global routing left no endpoint under its margin. The final-layout setup total negative slack came out at 0 ps. The CTS sink count came out at about 65.

The final critical path time including I/O delays and setup is 2540 ps. The detailed placer's ending HPWL came out at around 3500 um. The total power divided by cell area is 290 nW/um2. In this run the clock root is driven by a sky130_fd_sc_hd__clkbuf_8. The later pin in the worst-skew pair is clocked with a latency of about 340 ps. The yosys stat chip area is 2480 um2.

The delay of the slowest cell on the worst path came out at 530 ps. The synthesized netlist was found by Yosys to have around 320 cells. The number of fillers in the final layout came out at around 760. STA classifies the critical path startpoint as an input pin.

For this run, the register share of the synthesized area comes to 0.524. The critical path in this run is classified as input pin to flip-flop. The initial standard-cell utilization of the core came out at 0.316.

The total antenna diodes in the routed design came out at 0. For this run, asynchronously set or reset flops after synthesis account for 0. The main logic family after synthesis is simple AND/OR/NAND/NOR gates. The largest voltage drop on the vdd net came out at about 0.00021 V.

The worst relative slew slack is 0.576. The combinational gate area came out at 1060 um2. After clock tree synthesis, the clock-pin slew on the worst setup and hold paths is ~70 ps.

The path class of the tightest hold or removal check is flip-flop to flip-flop. In the post-route report, total wirelength is listed as approximately 6000 um. Of the cells placed in the final design, the portion with a size suffix greater than 1 is 0.0620. The timing report lists the critical path depth as 5 cells. Per the detail_route report, vias per standard cell equal about 4.7. Traced cell by cell, the critical path runs through clkdlybuf4s50_1, a21oi_4, buf_4, nor2_1, a31oi_1. Of the post-synthesis cell area, the dominant cell type holds 0.524. The chip width came out at about 93 um. The via count of the first global-routing pass is 2216. The area fraction in and, or, nand and nor cells after synthesis is 0.336. The reported leakage power came out at 0.00141 uW. The number of warning messages in the yosys log came out at 1. The I/O pin count came out at approximately 70. The logic gate share of total power is 0.146.

The depth of the worst register-to-register path is 4. The required time of the critical path came out at roughly 7000 ps. In the final report, the number of hold violations comes to 0. For this run, the total global-route usage over all layers was measured as 0.150. The number of buffers inserted by post-CTS setup repair is 0. Hold analysis shows the worst path with a depth of 2. The mean instance size in the synthesized netlist is between 7 and 8 um2. Per the final report, max-transition violations number 0.

Nets still carrying antenna violations after routing amount to 0. The post-layout period usage of the worst path came out at 0.380. The number of buffers and inverters on the critical path is 2.

The number of enable-type register cells in the synthesized netlist is 0. In this run the cell area measured after placement is around 3200 um2. The area fraction in compound gates came out at 0.0882.

The depth of the CTS H-tree is 3. In this run the cell area of the synthesized design comes to ~2500 um2. The sequential power share came out at 0.449. The routability congestion estimate from global placement came out at 0.750. The share of total power dissipated in the clock network is 0.405.

Counting flops and latches in the post-synthesis netlist gives roughly 65. In the final report, the number of endpoints failing setup comes to 0. The multiplexer share of the synthesized area is 0. By area the synthesized netlist is led by sky130_fd_sc_hd__dfxtp_1, sky130_fd_sc_hd__nand2_1, sky130_fd_sc_hd__nand3_1. The largest net degree at the start of global routing came out at approximately 65.

The flip-flop and latch area came out at about 1300 um2. At the pin with the least slew margin, the transition time is ~640 ps. The internal power is 768 uW. The worst-case clock buffer depth is 2. The initial antenna violation count is 0.

For this run, the top clock speed supported by timing is 393 MHz. For this design the total switching power over the nets is between 200 and 250 uW. The total of buffers placed on input and output ports came out at between 60 and 70. The post-layout instance area came out at 3450 um2. The cell count after synthesis came out at ~320.

The row count came out at 32. The core region is ~7800 um2. The area fraction in full adders, half adders and majority gates is 0.

The global route total overflow came out at 0. The layout overhead on the synthesized area came out at 39.1%. The number of max-cap violations is 0. The count of unique library cells instantiated by Yosys is 16.

The synthesis stats list as the most numerous cell sky130_fd_sc_hd__nand2_1. The post-route total power came out at 1000 uW. The chip occupies 8650 um2. The clock buffer count from CTS is 9. The fraction of synthesized cell area in xor and xnor cells is 0. Per the log, the first TritonRoute iteration ended with a DRC count of ~140. By count the netlist is led by sky130_fd_sc_hd__nand2_1, sky130_fd_sc_hd__dfxtp_1, sky130_fd_sc_hd__nand3_1. Per STA, the worst path accumulates the most delay in the family buffers and inverters. Per the synth stats, the flop cell with the highest instance count is sky130_fd_sc_hd__dfxtp_1.

The via count is 2296. The count of instances resized after the clock tree is built came out at 0. The tool warning count came out at 25.

The script parses the final routing iteration and logs DRC violations as 0. After clock tree synthesis, the flow added hold-fix buffers numbering 0. Per the OpenROAD floorplan log, the height of the die is about 93 um. The largest individual stage delay along the critical path comes from the cell sky130_fd_sc_hd__clkdlybuf4s50_1. The signal arrival time at the worst endpoint came out at 2810 ps. The first-pass GRT wire length came out at approximately 10000 um.

The switching part of the total came out at 0.233. The worst clock skew is between 7 and 8 ps. The worst setup path is captured at a flip-flop.

The TritonCTS clock tree is built. In the log, the iteration count for the first detailed-route pass is 4. Of all nets on the critical path, the largest fanout is roughly 64.
through the flow:
| step | hold WS, ps | util | worst slack [ps] | cells |
|---|---|---|---|---|
| finish | 458 | 0.440 | 4160 | 489 |
| global placement | 443 | 0.409 | 3840 | 473 |
| CTS | 458 | 0.440 | 4160 | 489 |
| floorplan | 434 | - | 4600 | 324 |
| detailed placement | 445 | 0.409 | 3830 | 473 |
| global route | 484 | 0.440 | 4020 | 489 |
power groups by stage:
stage / Clock, uW / Sequential, uW / Combinational [uW]
5_1_grt: 433 / 454 / 164
4_1_cts: 416 / 449 / 149
6_report: 405 / 449 / 146
kinds of logic (layout without fill, tap and decap cells):
| group | Yosys count | count (layout) |
|---|---|---|
| buffers and inverters | 27 | 90 |
| flip-flops | 65 | 65 |
| AND-OR/OR-AND | 35 | 35 |
| AND/OR/NAND/NOR | 197 | 197 |
layout by cell type, fill, tap and decap left out:
cell type	netlist	layout
sky130_fd_sc_hd__a21oi_4	0	1
sky130_fd_sc_hd__or2_1	1	1
sky130_fd_sc_hd__nor2_1	34	33
sky130_fd_sc_hd__a21oi_1	1	1
sky130_fd_sc_hd__inv_2	1	1
sky130_fd_sc_hd__a31oi_1	32	32
sky130_fd_sc_hd__clkinvlp_4	0	1
sky130_fd_sc_hd__nand3b_1	2	2
sky130_fd_sc_hd__nand2_1	96	96
sky130_fd_sc_hd__clkinv_2	0	1
sky130_fd_sc_hd__bufinv_16	0	3
sky130_fd_sc_hd__clkbuf_1	7	1
sky130_fd_sc_hd__and3b_1	1	1
sky130_fd_sc_hd__clkdlybuf4s50_1	0	67
sky130_fd_sc_hd__nand3_1	63	63
sky130_fd_sc_hd__dfxtp_1	65	65
sky130_fd_sc_hd__clkbuf_8	0	10
sky130_fd_sc_hd__buf_4	3	6
sky130_fd_sc_hd__nor2_2	0	1
sky130_fd_sc_hd__o21ai_0	1	1
tightest hold or removal path: stages (launching register included):
cell,delay [ps]
sky130_fd_sc_hd__dfxtp_1,310
sky130_fd_sc_hd__nand3_1,60
sky130_fd_sc_hd__nand2_1,50
worst paths after layout:
kind         slack (ps)      from         to
max                4160  add_push  pcout[31]
min                 460   last[0]    last[0]
max reg2reg        5300    change  pcout[31]
min reg2reg         460   last[0]    last[0]
area by class of cell:
cell class	instances	share of cell area
Clock inverter	5	0.0297
Sequential cell	65	0.377
Tap cell	102	0.0369
Clock buffer	11	0.0409
Inverter	1	0.00109
Multi-Input combinational cell	232	0.307
Timing Repair Buffer	73	0.207
flip-flops by register name (all words and copies together) (netlist names):
register  cells
last         32
pcout        32
change        1
metal layers:
layer  track usage  vias up  routed length (um)
li1              -     1204                   -
met1         0.224     1004                2920
met2         0.230       83                2630
met3        0.0389        5                 430
met4        0.0231        0                  43
met5             0        -                   0
Power is estimated from default activity; no workload was simulated.
