## design.v

```verilog
`timescale 1ns / 1ps
module bin2bcd(
    input wire [13:0] b,
    output reg [16:0] p
    );
	reg [32:0] z;
	integer i;
	always @(*)
	begin
	  for(i=0; i<=32;i=i+1)
	    z[i]=0;
	  z[16:3] = b;
	  repeat(11)
	  begin
	     if(z[17:14]>4)
		     z[17:14] = z[17:14] + 3;
		  if(z[21:18]>4)
		     z[21:18] = z[21:18] + 3;
         if(z[25:22]>4)
		     z[25:22] = z[25:22] + 3;
         if(z[29:26]>4)
		     z[29:26] = z[29:26] + 3;	
         z[32:1] = z[31:0];			  
	  end
	  p = z[30:14];  
	end
endmodule
```

## constraint.sdc

```tcl
current_design bin2bcd

set clk_period 16.1
set clk_io_pct 0.2

create_clock -name clk0 -period $clk_period

set non_clock_inputs [all_inputs -no_clocks]
set_input_delay [expr $clk_period * $clk_io_pct] -clock clk0 $non_clock_inputs
set_output_delay [expr $clk_period * $clk_io_pct] -clock clk0 [all_outputs]
```

## config.mk

```make
export PLATFORM = sky130hd
export DESIGN_NAME = bin2bcd
export DESIGN_NICKNAME = bin2bcd
export VERILOG_FILES = /design/flow/design.v
export SDC_FILE = /design/flow/constraint.sdc
export NUM_CORES = 4
export LEC_CHECK = 1
export CORE_UTILIZATION = 30
```

## run.sh

```bash
#!/bin/bash
# OpenROAD 26Q1-2900-gdf79404cd8, Yosys 0.63+post, stock flow scripts
make -C /OpenROAD-flow-scripts/flow DESIGN_CONFIG=/design/flow/config.mk WORK_HOME=/design/flow/orfs finish
```

==> results.yml <==
# yosys + openroad results
final_layout:
  nFillCells: 1281
  drive_above_1_share_pct: 14.5
  clkbuf_count: 0
  area_growth_pct: 16.5
  regArea_um2: 0
  nFlopsAndLatches: 0
logic_synthesis:
  syn_inst: 560
  synth_seq_share_pct: 0
  syn_area_per_cell_um2: 6.89
  synthDistinctLibCells: 100
  yosys_warnings: 1
  ys_cells: 560
  syn_area_um2: 3860
  ys_chip_area_um2: 3860
min_path:
  hold_depth: 0
  hp-start: "b[0]"
  hold_end: "p[0]"
  hp-class: "input pin to output pin"
final_timing:
  period_used_pct: 95.8
  final_max_slew_viol_count: 0
  fin_crit_ps: 15420
  setup_viol: 0
  timing.slew.headroom_pct: 45.6
  fmax_mhz: 64.9
  fin_setup_tns_ps: 0
  rsz0062_at_grt: "false"
  finalHoldViolCount: 0
  tightestPinTransition_ps: 816
floorplanning:
  dieHeight_um: 115
  core-area_um2: 12600
  die_w_um: 115
  die_area_um2: 13300
  rows: 41
  ioPinCount: 31
  fp_util_pct: 30.7
setup_path:
  cp.arrival_ps: 12200
  cp_slowest_cell: "or4_1"
  crit_path_max_fanout: 12
  cp-end-kind: "output pin"
  path_class: "input pin to output pin"
  crit_path_start_kind: "input pin"
  required_ps: 12880
  slowest_delay_ps: 540
  crit_top_cell: "ha_2"
detailed_routing:
  firstDrtPassIters: 5
  vias: 4447
  drtAntennaViolNets: 0
  wirelength_um: 11100
  drt-wirelength-per-cell_um: 14.8
  wl_met1_um: 5600
  drc: 0
  diodes: 0
  top_layer_used: "met4"
  dr_wl_met3_um: 390
  drt_iter0_markers: 224
  viasPerCell: 5.91
  dr_wl_met2_um: 4960
placed_design:
  place_congestion: 0.956
  port_buffers: 29
  hpwl_um: 8480
clocking:
  hold_buffers: 0
grt:
  grt_pass1_vias: 3919
  grt_max_degree: 31
  overflow: 0
  grt_use_total_pct: 17.0
  grt_pass1_wl_um: 18900
  antenna_found_initial: 0
outcome:
  outcome: "finished, final reports clean"
job:
  max_cap_violations: 0
  warnings: 40
pwr:
  p_leak_uw: 0.00171
  p_per_area_nw_per_um2: 266
  fin_total_pwr_uw: 1200
  ir_drop_v: 0.000172
-- worst max-delay path by stage --
stage     start    end  slack [ps]  cells past startpoint
4_1_cts   b[12]   p[6]         160                     38
5_1_grt   b[11]   p[6]          20                     39
6_report  b[11]  p[10]         680                     38
-- layout by cell type, fill, tap and decap left out, types with 6 or more instances in the layout --
cell type         n
nor2_1           46
a21oi_1          40
nand2_1          36
buf_4            33
o21ai_0          28
clkdlybuf4s50_1  28
inv_1            21
mux2i_1          20
nor3_1           17
ha_1             17
nand3_1          16
xnor2_1          12
nand2b_1         11
nor4_1           11
nand4_1          11
a21o_1           11
o211ai_1         10
a211oi_1          9
nor2b_1           8
and3_1            8
o22ai_1           8
o21ai_1           7
o2111ai_1         6
o31ai_1           6
a221oi_1          6
-- cell families after synthesis --
family / Yosys count / share of synthesized area [%]
AOI/OAI and AO/OA: 219 / 43.7
xor gates and xnor gates: 23 / 5.97
adders and majority gates: 24 / 7.72
buffers and inverters: 65 / 7.46
muxes: 29 / 7.88
and+or+nand+nor: 200 / 27.3
-- metrics by stage --
stage / hold slack, ps / cell area [um2] / util, % / std cells / setup WS [ps]
after floorplan: 6470 / 3860 / - / 560 / 1210
after global placement: 6440 / 4390 / 34.9 / 749 / 421
after detailed placement: 6440 / 4390 / 34.9 / 749 / 211
after CTS: 6440 / 4390 / 34.9 / 749 / 161
after global routing: 6440 / 4490 / 35.7 / 752 / 16.1
final: 6440 / 4490 / 35.7 / 752 / 682
-- area by class of cell --
class / count / area [um2] / share of cell area [%]
Inverter: 23 / 86.3 / 1.92
Tap cell: 172 / 215 / 4.79
Timing Repair Buffer: 62 / 541 / 12.0
Multi-Input combinational cell: 495 / 3650 / 81.3
-- cells in the mapped netlist (5+ instances only) --
library cell / count / area, um2
o31ai_1: 6 / 45.0
nand3_1: 16 / 80.1
nor3_1: 17 / 85.1
a21oi_1: 40 / 200
mux2i_1: 21 / 210
a221oi_1: 6 / 52.6
o21ai_1: 6 / 30.0
o2111ai_1: 6 / 52.6
and3_1: 8 / 50.1
o211ai_1: 10 / 75.1
nand4_1: 11 / 68.8
a21o_1: 11 / 82.6
o21ai_0: 29 / 145
clkbuf_1: 21 / 78.8
a31oi_1: 5 / 31.3
nand2_1: 36 / 135
nor2b_1: 9 / 56.3
a211oi_1: 9 / 67.6
xnor2_1: 15 / 131
nor4_1: 11 / 68.8
buf_2: 13 / 65.1
nor2_1: 48 / 180
xor2_1: 5 / 43.8
o22ai_1: 8 / 50.1
nand2b_1: 11 / 68.8
and2_1: 5 / 31.3
ha_1: 23 / 288
inv_1: 21 / 78.8
o32ai_1: 5 / 43.8
-- power breakdown --
| part | switching (uW) | total, uW | internal, uW |
|---|---|---|---|
| clock network | 0 | 0 | 0 |
| logic | 507 | 1200 | 688 |
| registers | 0 | 0 | 0 |
| total | 507 | 1200 | 688 |
-- repair_timing --
action,in CTS,in global routing
gates resized,0,18
endpoints found under the setup margin,0,13
setup buffers,0,3
-- critical path: cells and delay by family --
family	cells	cell delay (ps)
adder cells (fa/ha/maj)	7	1660
XOR/XNOR	2	370
AND-OR/OR-AND	11	2200
AND/OR/NAND/NOR	9	2630
buffers and inverters	7	1620
multiplexers	2	490
-- per-layer routing --
metal	GRT usage [%]	vias up
met4	2.86	0
met1	26.1	2109
met3	0.214	12
met5	0	-
li1	-	2231
met2	27.0	95
Power is estimated from default activity; no workload was simulated.
